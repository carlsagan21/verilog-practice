===== run.sh =====
#!/bin/bash
# OpenROAD 26Q1-2900-gdf79404cd8, Yosys 0.63+post, stock flow scripts
make -C /OpenROAD-flow-scripts/flow DESIGN_CONFIG=/design/flow/config.mk WORK_HOME=/design/flow/orfs finish

===== config.mk =====
export PLATFORM = sky130hd
export DESIGN_NAME = pe_controller
export DESIGN_NICKNAME = pe_controller
export VERILOG_FILES = /design/flow/design.v
export SDC_FILE = /design/flow/constraint.sdc
export NUM_CORES = 4
export LEC_CHECK = 1
export CORE_UTILIZATION = 40

===== constraint.sdc =====
current_design pe_controller

set clk_period 2.7
set clk_io_pct 0.2

create_clock -name clk0 -period $clk_period [get_ports {aclk}]

set non_clock_inputs [all_inputs -no_clocks]
set_input_delay [expr $clk_period * $clk_io_pct] -clock clk0 $non_clock_inputs
set_output_delay [expr $clk_period * $clk_io_pct] -clock clk0 [all_outputs]

===== design.v =====
`timescale 1ns / 1ps
module pe_controller # (
    parameter VECTOR_SIZE = 16,  
    parameter L_RAM_SIZE = 6  
)(
    input start,
    output done,
    input aclk,
    input aresetn,
    output [L_RAM_SIZE-1:0] rdaddr,  
    input [31:0] rddata,
    output reg [31:0] wrdata
);
wire [31:0] ain;
wire [31:0] din;
wire [L_RAM_SIZE-1:0] addr;
wire we_local;	 
wire we_global;	 
wire valid;		 
wire dvalid;
wire [31:0] dout;
wire [L_RAM_SIZE-1:0] rdaddr;	 
reg [31:0] gdout;
reg [31:0] globalmem [0:VECTOR_SIZE-1];
always @(posedge aclk)
    if (we_global) begin  
        globalmem[counter - 16] = rddata;
    end
reg [31:0] counter;
wire [31:0] ld_val = load_flag ? CNTLOAD1 : (calc_flag ? CNTCALC1 : (done_flag ? CNTDONE : 0));  
wire counter_ld = (state_d != state) ? 1 : 0;  
wire counter_en = (load_flag && (state_d == state)) ? 1 : (calc_flag ? dvalid : (done_flag ? 1 : 0));  
wire counter_reset = !aresetn;
always @(posedge aclk)
    if (counter_reset)
        counter <= 'd0;
    else
        if (counter_ld)
            counter <= ld_val;
        else if (counter_en)
            counter <= counter - 1;
wire load_done;
wire calc_done;
wire done_done;
reg [3:0] state, state_d;
localparam S_IDLE = 4'd0;
localparam S_LOAD = 4'd1;
localparam S_CALC = 4'd2;
localparam S_DONE = 4'd3;
always @(posedge aclk)
    if (!aresetn)
        state <= S_IDLE;
    else
        case (state)
            S_IDLE:
                state <= start ? S_LOAD : S_IDLE;
            S_LOAD:  
                state <= load_done ? S_CALC: S_LOAD;
            S_CALC:  
                state <= calc_done ? S_DONE: S_CALC;
            S_DONE:
                state <= done_done ? S_IDLE : S_DONE;
            default:
                state <= S_IDLE;
        endcase
always @(posedge aclk)
    if (!aresetn)
        state_d <= S_IDLE;
    else
        state_d <= state;
reg load_flag;
wire load_flag_reset = ((state_d !=state) && state_d == S_LOAD) || !aresetn;
wire load_flag_en = start;
localparam CNTLOAD1 = 32;
always @(posedge aclk)
    if (load_flag_reset)
        load_flag <= 'd0;
    else
        if (load_flag_en)
            load_flag <= 'd1;
        else
            load_flag <= load_flag;
reg calc_flag;
wire calc_flag_reset = ((state_d !=state) && state_d == S_CALC) || !aresetn;
wire calc_flag_en = !load_done;  
localparam CNTCALC1 = 16;
always @(posedge aclk)
    if (calc_flag_reset)
        calc_flag <= 'd0;
    else
        if (calc_flag_en)
            calc_flag <= 'd1;
        else
            calc_flag <= calc_flag;
reg done_flag;
wire done_flag_reset = ((state_d !=state) && state_d == S_DONE) || !aresetn;
wire done_flag_en = !calc_done;  
localparam CNTDONE = 5;
always @(posedge aclk)
    if (done_flag_reset)
        done_flag <= 'd0;
    else
        if (done_flag_en)
            done_flag <= 'd1;
        else
            done_flag <= done_flag;
assign we_local = state == S_LOAD && counter < 16 ? 'd1 : 'd0;
assign we_global = state == S_LOAD && counter >= 16 ? 'd1 : 'd0;
always @(posedge aclk)
    if (!aresetn)
            wrdata <= 'd0;
    else
        if (calc_done)
                wrdata <= dout;
        else
                wrdata <= wrdata;
reg valid_pre, valid_reg;
always @(posedge aclk)
    if (!aresetn)
        valid_pre <= 'd0;
    else
        if (dvalid && calc_flag)  
            valid_pre <= 'd1;
        else
            valid_pre <= 'd0;
always @(posedge aclk)
    if (!aresetn)
        valid_reg <= 'd0;
    else if (calc_flag)
        valid_reg <= valid_pre;
assign valid = valid_reg;  
assign ain = calc_flag ? gdout : 'd0;
assign addr = CNTLOAD1 - counter;  
assign din = (load_flag&&counter<16) ? rddata : 'd0;
assign rdaddr = !we_global ? counter : 'd0;  
assign load_done = (load_flag) && (counter == 'd0);
assign calc_done = (calc_flag) && (counter == 'd0) && dvalid;
assign done_done = (done_flag) && (counter == 'd0);
assign done = (state == S_DONE) && done_done;
endmodule

==> results.sh <==
# implementation run metrics
export IMPL_outcome="complete, but fails checks"
export IMPL_violations="negative setup slack"
export IMPL_yosys_area_top_type="dfxtp_1"
export IMPL_synth_cells=251
export IMPL_cts_made_buffers=5
export IMPL_final_setup_tns_ns=-2.06
export IMPL_grt_pass1_vias=1517
export IMPL_setup_violations=7
export IMPL_start_kind="flop"
export IMPL_synth_edff_count=0
export IMPL_path_cells="or4_4, or3_4, nand2b_4, o41ai_4, buf_4, buf_6, buf_6, and2_4, buf_2"
export IMPL_grt_pass1_wl_um=6780
export IMPL_dp_final_hpwl_um=2840
export IMPL_grt_usage=0.156
export IMPL_cts_sinks=39
export IMPL_ant_nets=0
export IMPL_rrSetupSlack_ns=0.02
export IMPL_fin_worst_skew_ns=0.00668
export IMPL_crit_path_max_incr_delay_ns=0.53
export IMPL_critPathKind="flop to primary output"
export IMPL_vias=1766
export IMPL_clk_pin_slew_worst_paths_ns=0.07
export IMPL_post_place_ws_ns=-0.305
export IMPL_ys_ff=39
export IMPL_ios=74
export IMPL_cpMaxStageDelayCell="or4_4"
export IMPL_timing_final_ws_setup_ns=-0.329
export IMPL_die_area_um2=5660
export IMPL_grt_max_degree=16
export IMPL_place_area_um2=2380
export IMPL_antenna_cells=0
export IMPL_core_area_um2=5140
export IMPL_hold_path_endpoint="done_flag$_SDFF_PP0_"
export IMPL_cts_root_buf="clkbuf_8"
export IMPL_ys_seq_frac=0.364
export IMPL_syn_cell_area_um2=2150
export IMPL_avgViaCountPerCell=4.87
export IMPL_tightest_slew_ns=0.628
export IMPL_crit_path_max_fanout=4
export IMPL_grt_antenna_before_repair=0
export IMPL_slew_headroom=0.580
export IMPL_finalCriticalPeriod_ns=3.03
export IMPL_yosysWarnings=34
export IMPL_place_inst=349
export IMPL_crit_path_end_kind="primary output"
export IMPL_layout_drive_gt1_share=0.229
export IMPL_clk_latency_ns=0.28
export IMPL_warnings=59
export IMPL_clockBufferDepth=2
export IMPL_hold_path_class="flop to flop"
export IMPL_die_h_um=75.3
export IMPL_ys_chip_area_um2=2150
export IMPL_port_buffer_count=9
export IMPL_yosys_stat_cells=251
export IMPL_min_from="state_d[0]$_SDFF_PN0_"
export IMPL_worstPathArrival_ns=2.49
export IMPL_reg2reg_to="counter[26]$_SDFFE_PN0P_"
export IMPL_initCoreUtil=0.418
export IMPL_top_cells_by_area="dfxtp_1 (36%), buf_4 (11%), xnor2_1 (6.9%), nor2_1 (4.0%), nor4_1 (3.5%)"
export IMPL_cts_tree="done"
export IMPL_drc=0
export IMPL_r2r_start="counter[16]$_SDFFE_PN0P_"
export IMPL_worst_path_buf_inv=4
export IMPL_fin_cells=363
export IMPL_crit_path_frequent_cell="buf_6"
export IMPL_ys_async_sr_fraction=0
export IMPL_finalMaxSlewViolations=0
export IMPL_routabilityCongestion=0.797
export IMPL_rsz0062_at_grt="yes"
export IMPL_synth_cell_type_count=49
export IMPL_syn_avg_cell_area_um2=8.55
export IMPL_synth_main_ff_cell="dfxtp_1"
export IMPL_dr_pass1_iters=5
export IMPL_drt_wirelength_per_cell_um=11.1
export IMPL_die_x_um=75.3
export IMPL_num_rows=26
export IMPL_final_cell_area_um2=2540
export IMPL_hold_violations=0
export IMPL_top_cell_area_share=0.364
export IMPL_path_delay_family="simple AND/OR/NAND/NOR gates"
export IMPL_whs_path_depth=1
export IMPL_grt_overflow=0
export IMPL_synthToLayoutAreaGrowth_pct=18.4
export IMPL_htreeDepth=2
export IMPL_rr_worst_depth=9
export IMPL_fin_crit_sh=1.12
export IMPL_maxCapViolations=0
export IMPL_fmaxAchievable_mhz=330
export IMPL_wirelength_um=4020
export IMPL_required_ns=2.16
export IMPL_drtIter0Drc=96
-- repair_timing --
item                       4_1_cts  5_1_grt
pin swaps                        7        3
setup endpoints to repair        7        9
resized                         31        4
hold buffers                     0        0
buffers inserted                 6        1
-- cell usage after synthesis (5+ instances only) --
cell type	count
or3_1	9
buf_4	32
dfxtp_1	39
or4_1	9
nor3_1	8
inv_1	6
and2_1	7
clkbuf_1	8
o31ai_1	5
nand2_1	7
xnor2_1	17
or2_2	5
nor4_1	12
a21oi_1	14
nor2_1	23
-- cell families after synthesis --
| family | Yosys count | synth area share |
|---|---|---|
| mux | 2 | 0.00932 |
| buf+inv | 49 | 0.146 |
| fa+ha+maj | 1 | 0.00583 |
| other cells | 1 | 0.00175 |
| simple gates | 98 | 0.266 |
| xor+xnor | 21 | 0.0857 |
| compound gates | 40 | 0.122 |
| flops | 39 | 0.364 |
-- through the flow --
stage                     hold WS [ns]  utilization
after global routing             0.502        0.494
after floorplan                  0.446            -
after CTS                        0.482        0.492
after global placement           0.465        0.464
final                            0.483        0.494
after detailed placement         0.463        0.464
-- worst max path at each step --
stage	start	endpoint	cells after the start
final	counter[16]$_SDFFE_PN0P_	rdaddr[0]	9
after global routing	counter[16]$_SDFFE_PN0P_	rdaddr[1]	8
after CTS	counter[16]$_SDFFE_PN0P_	rdaddr[0]	9
-- cells in the final DEF, fill, tap and decap left out, types with 3 or more instances in the layout --
master | Yosys | layout
nand2_1 | 7 | 7
buf_4 | 32 | 31
nor4_1 | 12 | 12
buf_2 | 1 | 5
or3_1 | 9 | 8
nor2_1 | 23 | 23
a31oi_1 | 3 | 3
clkbuf_8 | 0 | 5
xor2_1 | 4 | 4
buf_6 | 1 | 6
dfxtp_1 | 39 | 37
and2_4 | 0 | 3
a21oi_1 | 14 | 13
inv_1 | 6 | 6
or2_2 | 5 | 5
or4_1 | 9 | 8
conb_1 | 1 | 32
nor3_1 | 8 | 8
and2_1 | 7 | 4
xnor2_1 | 17 | 17
o21ai_0 | 4 | 4
o31ai_1 | 5 | 5
-- state kept, by name, indices dropped and copies added, names as in the netlist --
name and count:
load_flag 1, counter 32, done_flag 1, state 2
calc_flag 1, state_d 2
-- layout make-up --
class                      instances  area, um^2
inverter                           6        22.5
tap                               70        87.6
sequential                        39         783
clock buffer                       7        76.3
clock inverter                     1        5.00
fill                             489        2600
timing repair buffer              46         365
multi-input combinational        194        1200
-- per-layer routing --
layer  GRT usage  share of wire  vias to the layer above
li1            -              -                      909
met1       0.231           0.50                      813
met2       0.253           0.45                       42
met3      0.0271          0.041                        2
met4      0.0165         0.0082                        0
met5           0              0                        -
