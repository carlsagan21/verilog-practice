--- design/flow/design.v ---
module my_mul #(
	parameter BIT_WIDTH = 32
)
(
	input [BIT_WIDTH-1:0] ain,
	input [BIT_WIDTH-1:0] bin,
	output [BIT_WIDTH-1:0] dout,
	output overflow
);
wire [BIT_WIDTH*2-1:0] result = ain * bin;
assign {overflow, dout} = {|result[BIT_WIDTH*2-1:BIT_WIDTH], result[BIT_WIDTH-1:0]};
endmodule
module my_mac #(
	parameter BIT_WIDTH = 32
)
(
	input [BIT_WIDTH-1:0] ain,
	input [BIT_WIDTH-1:0] bin,
  input en,
	output [BIT_WIDTH-1:0] dout,
	output overflow
);
reg [BIT_WIDTH-1:0] sum;
reg [BIT_WIDTH*2-1:0] cal_result;
reg over_reg;
assign overflow = over_reg;
assign dout = sum;
initial begin
	sum = 0;
	cal_result = 0;
	over_reg = 0;
end
always @(en or ain or bin) begin
	if (en) begin
		cal_result = sum + ain * bin;
		over_reg = |cal_result[BIT_WIDTH * 2 - 1 : BIT_WIDTH];
		sum = cal_result[BIT_WIDTH - 1 : 0];
	end
	else begin
		sum = 0;
		over_reg = 0;
	end
end
endmodule
--- design/flow/config.mk ---
export PLATFORM = sky130hd
export DESIGN_NAME = my_mul
export DESIGN_NICKNAME = my_mul
export VERILOG_FILES = /design/flow/design.v
export SDC_FILE = /design/flow/constraint.sdc
export NUM_CORES = 4
export LEC_CHECK = 1
export CORE_UTILIZATION = 40
--- design/flow/constraint.sdc ---
current_design my_mul

set clk_period 21.1
set clk_io_pct 0.2

create_clock -name clk0 -period $clk_period

set non_clock_inputs [all_inputs -no_clocks]
set_input_delay [expr $clk_period * $clk_io_pct] -clock clk0 $non_clock_inputs
set_output_delay [expr $clk_period * $clk_io_pct] -clock clk0 [all_outputs]
--- design/flow/run.sh ---
#!/bin/bash
# OpenROAD 26Q1-2900-gdf79404cd8, Yosys 0.63+post, stock flow scripts
make -C /OpenROAD-flow-scripts/flow DESIGN_CONFIG=/design/flow/config.mk WORK_HOME=/design/flow/orfs finish
==> flow_summary_export.csv <==
group,metric,value,unit
die,rows,105,
routing,post-route-drc-count,0,
final_timing,hold_viol,0,
logic_synthesis,ys_types,81,
logic_synthesis,ys_area,0.03341,mm²
die,die_y,291,µm
critical_path,crit_required,16.88,ns
final_timing,rsz0062_at_grt,"no",
final_timing,max_freq,0.05803,GHz
final_timing,slew-limit-headroom,0.5331,
worst_hold_path,min_path_type,"in2out",
run_status,status,"finished, final reports clean",
job,drv_cap,0,
critical_path,path_buffers,7,
logic_synthesis,yosys_cells,3642,
clock_network,ctsResizeCount,0,
final_timing,min_period,17.23,ns
routing,drt_iter0_markers,901,
routing,drt-total-wl,87010,µm
critical_path,cp_max_fo,32,
worst_hold_path,holdPathEnd,"dout[0]",
cells_and_area,layout-drive-gt1-share,0.03074,
worst_hold_path,min_from,"bin[0]",
logic_synthesis,yosysWarnings,0,
critical_path,cp.arrival,13.01,ns
critical_path,startpoint,"bin[9]",
cells_and_area,fin_util,0.4288,
grt,grt_max_degree,33,
cells_and_area,num-clock-buffers,0,
routing,via_count,23760,
final_timing,min_period_over_period,0.8167,
placed_design,hpwl,72600,µm
final_timing,setup_viol,0,
placed_design,portBuffers,97,
placed_design,dpl-instance-area,0.03532,mm²
logic_synthesis,top_area_cell,"fa_1",
die,io_pins,97,
final_timing,finalSetupTns,0,ns
die,dieArea,0.08468,mm²
logic_synthesis,top_cell_area_share,0.5369,
routing,diodes,0,
cells_and_area,register_area,0,µm²
critical_path,cpLargestDelayFamily,"adder cells",
die,core_area,0.08237,mm²
routing,ant_nets,0,
grt,grt_pass1_vias,26760,
worst_hold_path,hold_path_depth,4,
die,fp.dieW,291,µm
grt,grt_pass1_wl,146400,µm
grt,grt_overflow,0,
logic_synthesis,ys_seq_share,0,
critical_path,cp-end-kind,"primary output",
cells_and_area,syn2layout_area_growth,5.715,%
logic_synthesis,post_synth.cell_area_avg,9.173,µm²
final_timing,slew_viol_final,0,
routing,via_per_inst,5.113,
clock_network,ctsHoldBuffers,0,
logic_synthesis,area_leaders,"fa_1, and2_1, ha_1",
cells_and_area,ff_count,0,
critical_path,start_kind,"input port",
logic_synthesis,syn_inst,3642,
logic_synthesis,netlist_area,0.03341,mm²
placed_design,gp_congestion,0.9560,
critical_path,path_class,"in2out",
grt,grt_antenna_before_repair,0,
routing,dr.pass1.iters,4,
die,floorplan.core_util,0.4056,
critical_path,max_stage_delay,0.56,ns
critical_path,crit_top_cell,"fa_1",
critical_path,crit_slowest_cell,"fa_1",
routing,wire_per_inst,18.72,µm
clock_network,cts_setup_buffers,0,
final_timing,tightest_slew,0.6930,ns
job,warning_count,32,
cells_and_area,final_cell_area,0.03532,mm²
grt,grt_usage,0.2329,
-- cells in the final DEF, fill, tap and decap left out, types with 4 or more instances in the layout --
cell type | Yosys | layout
a21o_1 | 22 | 22
a21oi_1 | 65 | 65
a31oi_1 | 8 | 8
and2_1 | 596 | 596
and3_1 | 6 | 6
buf_4 | 2 | 64
clkdlybuf4s50_1 | 0 | 97
fa_1 | 896 | 896
ha_1 | 263 | 263
inv_1 | 732 | 732
nand2_1 | 501 | 501
nand2b_1 | 5 | 5
nand3_1 | 15 | 15
nand4_1 | 30 | 30
nor2_1 | 45 | 45
nor3_1 | 12 | 12
nor4_1 | 4 | 4
o211ai_1 | 8 | 8
o21a_1 | 16 | 16
o21ai_0 | 36 | 36
o21ai_1 | 9 | 9
o21ba_2 | 4 | 4
o21bai_1 | 4 | 4
o31ai_1 | 6 | 6
or2_2 | 5 | 5
or3_1 | 5 | 5
xnor2_1 | 31 | 31
xor2_1 | 19 | 19
-- layer usage --
layer	GRT usage	vias up	wire [µm]
met2	0.3813	731	44040
met5	0.001702	-	0
li1	-	10590	-
met3	0.06450	103	5629
met1	0.3265	12340	35430
met4	0.04078	0	1907
-- how the worst max path moves through the flow --
stage                 endpoint  slack, ns  depth (start not counted)
final                 overflow       3.87                         27
after CTS             overflow       3.86                         27
after global routing  overflow       3.45                         27
-- stage by stage --
stage	std cells	setup WS, ns	hold slack (ns)
3_5_place_dp	4648	3.922	9.669
4_1_cts	4648	3.858	9.669
6_report	4648	3.868	9.661
5_1_grt	4648	3.455	9.713
2_1_floorplan	3642	5.902	8.625
3_3_place_gp	4648	3.892	9.669
-- area by class of cell --
type                       count  area (µm²)
fill                        8087       47060
inverter                     733        2753
multi-input combinational   2684       29770
tap                         1070        1339
timing repair buffer         161        1451
-- cells by family after synthesis --
| logic type | count (synthesis) | synth area share |
|---|---|---|
| buffers and inverters | 958 | 0.1088 |
| AOI/OAI and AO/OA | 228 | 0.04865 |
| adders and majority gates | 1159 | 0.6354 |
| and+or+nand+nor | 1244 | 0.1931 |
| muxes | 3 | 0.0009363 |
| xor gates and xnor gates | 50 | 0.01311 |
-- synthesized netlist by cell type (9+ instances only) --
| cell type | n |
|---|---|
| o21a_1 | 16 |
| nand3_1 | 15 |
| fa_1 | 896 |
| o21ai_0 | 36 |
| ha_1 | 263 |
| clkbuf_1 | 200 |
| o21ai_1 | 9 |
| a21oi_1 | 65 |
| nand2_1 | 501 |
| xnor2_1 | 31 |
| a21o_1 | 22 |
| inv_1 | 732 |
| nor3_1 | 12 |
| nand4_1 | 30 |
| and2_1 | 596 |
| nor2_1 | 45 |
| buf_2 | 17 |
| xor2_1 | 19 |
